==> /design/flow/design.v <==
module IFRenderer (
  input [10:0] x, y,
  input [10:0] cx, cy,
  input [15:0] pc, ir,
  output wor hit
);
registerRenderer pcRenderer (
  x, y,
  cx, cy - 30,
  4'hc, pc,
  hit
);
registerRenderer irRenderer (
  x, y,
  cx, cy + 30,
  4'h1, ir,
  hit
);
endmodule
module VGAEngine (
  input clk, rst,
  output reg hs, vs,
  output reg[10:0] x, y
);
localparam H_RESULOTION = 640,
  H_FRONT_PORCH = 16,
  H_SYNC_PULSE = 96,
  H_BACK_PORCH = 48,
  H_TOTAL = 800;  
localparam V_RESULOTION = 480,
  V_FRONT_PORCH = 10,
  V_SYNC_PULSE = 2,
  V_BACK_PORCH = 33,
  V_TOTAL = 525;  
always @ (negedge clk, negedge rst)  
begin
  if (!rst)
    x = 0;
  else
  begin
    if (x == H_TOTAL - 1)
      x = 0;
    else
      x = x + 1;
  end
end
always @ (negedge clk, negedge rst)  
begin
  if (!rst)
    y = 0;
  else
  begin
    if (x == H_TOTAL - 1)
      if (y == V_TOTAL - 1)
        y = 0;
      else
        y = y + 1;
  end
end
always @ (negedge clk, negedge rst)  
begin
  if (!rst)
    hs = 1;
  else
  begin
    if (x >= H_RESULOTION + H_FRONT_PORCH - 1 && x < H_RESULOTION + H_FRONT_PORCH + H_SYNC_PULSE - 1)
      hs = 0;
    else
      hs = 1;
  end
end
always @ (negedge clk, negedge rst)  
begin
  if (!rst)
    vs = 1;
  else
  begin
    if (y >= V_RESULOTION + V_FRONT_PORCH - 1 && y < V_RESULOTION + V_FRONT_PORCH + V_SYNC_PULSE - 1)
      vs = 0;
    else
      vs = 1;
  end
end
endmodule
module DigitRenderer (
  input [10:0] x, y,
  input [10:0] cx, cy,
  input [3:0] digit,
  output wor hit
);
reg [6:0] enable;
always @ (digit)
begin
  case (digit)
    4'h0: enable = 7'b1000000;
    4'h1: enable = 7'b1111001;
    4'h2: enable = 7'b0100100;
    4'h3: enable = 7'b0110000;
    4'h4: enable = 7'b0011001;
    4'h5: enable = 7'b0010010;
    4'h6: enable = 7'b0000010;
    4'h7: enable = 7'b1111000;
    4'h8: enable = 7'b0000000;
    4'h9: enable = 7'b0010000;
    4'hA: enable = 7'b0001000;
    4'hb: enable = 7'b0000011;
    4'hC: enable = 7'b1000110;
    4'hd: enable = 7'b0100001;
    4'hE: enable = 7'b0000110;
    4'hF: enable = 7'b0001110;
  endcase
end
RectRenderer pos0 (
  enable[0],
  x, y,
  cx, cy - 20,
  10, 5,
  hit
);
RectRenderer pos1 (
  enable[1],
  x, y,
  cx + 15, cy - 10,
  5, 10,
  hit
);
RectRenderer pos2 (
  enable[2],
  x, y,
  cx + 15, cy + 10,
  5, 10,
  hit
);
RectRenderer pos3 (
  enable[3],
  x, y,
  cx, cy + 20,
  10, 5,
  hit
);
RectRenderer pos4 (
  enable[4],
  x, y,
  cx - 15, cy + 10,
  5, 10,
  hit
);
RectRenderer pos5 (
  enable[5],
  x, y,
  cx - 15, cy - 10,
  5, 10,
  hit
);
RectRenderer pos6 (
  enable[6],
  x, y,
  cx, cy,
  10, 5,
  hit
);
endmodule
module GraphicCard (
  input clk, rst,
  input [175:0] registerVGA,
  input [15:0] IfPC, IfIR,
  input [3:0] registerS, registerM, IdRegisterT, MeRegisterT,
  input [15:0] ExCalResult, MeCalResult,
  output hs, vs,
  output [2:0] r, g, b
);
wire [10:0] x, y;
VGAEngine VGAEngineM (
  clk,
  rst,
  hs, vs,
  x, y
);
Renderer RendererM (
  x, y,
  registerVGA,
  IfPC, IfIR,
  registerS, registerM, IdRegisterT, MeRegisterT,
  ExCalResult, MeCalResult,
  r, g, b
);
endmodule
module NumberRenderer (
  input [10:0] x, y,
  input [10:0] cx, cy,
  input [15:0] number,
  output wor hit
);
DigitRenderer first (
  x, y,
  cx - 60, cy,
  number[15:12],
  hit
);
DigitRenderer second (
  x, y,
  cx - 20, cy,
  number[11:8],
  hit
);
DigitRenderer third (
  x, y,
  cx + 20, cy,
  number[7:4],
  hit
);
DigitRenderer last (
  x, y,
  cx + 60, cy,
  number[3:0],
  hit
);
endmodule
module RectRenderer (
  input enable,
  input [10:0] x, y,
  input [10:0] cx, cy,
  input [10:0] width, height,
  output reg hit
);
always @ (*)
  if (!enable)
    hit = (x > cx - width >> 1 && x < cx + width >> 1 && y > cy - height >> 1 && y < cy + height >> 1);
  else
    hit = 0;
endmodule
module RegisterHeapRenderer (
  input [10:0] x, y,
  input [10:0] cx, cy,
  input [175:0] registers,
  output wor hit
);
localparam deltaY = 60;
registerRenderer register0 (
  x, y,
  cx, cy - deltaY * 3 - deltaY / 2,
  0, registers[175:160],
  hit
);
registerRenderer register1 (
  x, y,
  cx, cy - deltaY * 2 - deltaY / 2,
  1, registers[159:144],
  hit
);
registerRenderer register6 (
  x, y,
  cx, cy + deltaY * 2 + deltaY / 2,
  6, registers[79:64],
  hit
);
registerRenderer register7 (
  x, y,
  cx, cy + deltaY * 3 + deltaY / 2,
  7, registers[63:48],
  hit
);
endmodule
module registerRenderer (
  input [10:0] x, y,
  input [10:0] cx, cy,
  input [3:0] registerIndex,
  input [15:0] registerValue,
  output wor hit
);
DigitRenderer index (
  x, y,
  cx - 100, cy,
  registerIndex,
  hit
);
NumberRenderer value (
  x, y,
  cx + 40, cy,
  registerValue,
  hit
);
endmodule
module Renderer (
  input [10:0] x, y,
  input [175:0] registerValue,
  input [15:0] IfPC, IfIR,
  input [3:0] registerS, registerM, IdRegisterT, MeRegisterT,
  input [15:0] ExCalResult, MeCalResult,
  output reg [2:0] r, g, b
);
wor hit;
always @ (x, y, hit)
begin
  r = 0;
  g = 0;
  b = 0;
  if (x < 640 && y < 480)
    if (hit)
    begin
      r = 7;
      g = 7;
      b = 7;
    end
end
RegisterHeapRenderer registerFile (
  x, y,
  200, 240,
  registerValue,
  hit
);
IFRenderer ifResgisters (
  x, y,
  500, 80,
  IfPC, IfIR,
  hit
);
registerRenderer renderExCalResult (
  x, y,
  500, 240,
  4'hE, ExCalResult,
  hit
);
registerRenderer renderMeCalResult (
  x, y,
  500, 320,
  4'hB, MeCalResult,
  hit
);
DigitRenderer renderRegisterS (
  x, y,
  400, 180,
  registerS,
  hit
);
DigitRenderer renderRegisterM (
  x, y,
  500, 180,
  registerM,
  hit
);
DigitRenderer renderRegisterIdT (
  x, y,
  600, 180,
  IdRegisterT,
  hit
);
DigitRenderer renderRegisterMeT (
  x, y,
  600, 420,
  MeRegisterT,
  hit
);
endmodule
==> /design/flow/run.sh <==
#!/bin/bash
# OpenROAD 26Q1-2900-gdf79404cd8, Yosys 0.63+post, stock flow scripts
make -C /OpenROAD-flow-scripts/flow DESIGN_CONFIG=/design/flow/config.mk WORK_HOME=/design/flow/orfs finish
==> /design/flow/config.mk <==
export PLATFORM = sky130hd
export DESIGN_NAME = GraphicCard
export DESIGN_NICKNAME = GraphicCard
export VERILOG_FILES = /design/flow/design.v
export SDC_FILE = /design/flow/constraint.sdc
export NUM_CORES = 4
export LEC_CHECK = 1
export CORE_UTILIZATION = 50
export SYNTH_MEMORY_MAX_BITS = 65536
==> /design/flow/constraint.sdc <==
current_design GraphicCard

set clk_period 8.8
set clk_io_pct 0.2

create_clock -name clk0 -period $clk_period [get_ports {clk}]

set non_clock_inputs [all_inputs -no_clocks]
set_input_delay [expr $clk_period * $clk_io_pct] -clock clk0 $non_clock_inputs
set_output_delay [expr $clk_period * $clk_io_pct] -clock clk0 [all_outputs]
==> flow_metrics.tcl <==
# metrics dict for downstream scripts
set metrics [dict create \
    max_slew_margin_pct 39.40 \
    cp_slowest_stage_delay_ps 610 \
    synth.avg_cell_area_um2 7.318 \
    syn_to_final_growth_pct 39.36 \
    stdcell_area_um2 19880 \
    synth-xor-area-share_pct 0.8596 \
    overflow 0 \
    dieArea_um2 29210 \
    syn_area_um2 14260 \
    maxCapViolCount 0 \
    critical_path_buf_inv_count 5 \
    switching_share_pct 41.61 \
    power_density_nw_per_um2 33.48 \
    cp_common_cell "or4_4" \
    io_pins 269 \
    grt_start_max_net_pins 25 \
    combGateArea_um2 13040 \
    crit_path_max_fanout 5 \
    pre_cts_ws_ps -1519 \
    fin_util_pct 71.16 \
    yosysChipArea_um2 14260 \
    worst_pin_slew_ps 900.7 \
    antenna_found_initial 2 \
    ys.flops 24 \
    warnings 327 \
    fp-row-count 61 \
    final_antenna_net_count 0 \
    mux_share_pct 14.43 \
    fillers 2133 \
    cts_sinks 24 \
    cp.required_ps 7040 \
    r2r_setup_slack_ps 5850 \
    combPwrFrac_pct 64.8 \
    cp-end-kind "output port" \
    yosysSeqAreaShare_pct 4.228 \
    synthTopCellsByArea "ha_1 19%, mux2i_1 6.5%, mux4_2 5.5%" \
    grt_use_total_pct 42.59 \
    drv_slew 0 \
    cts_buffer_depth 2 \
    io_buffers 156 \
    wirelength_um 62780 \
    routabilityCongestion 1.080 \
    hp-class "reg2reg" \
    power_leakage_nw 8.922 \
    path_cells "buf_6 > or4b_4 > o31ai_4 > or4_4 > buf_4 > buf_12 > buf_16 > a31oi_1 > a21oi_1 > nand4_1 > or4_4 > or4_4 > buf_2" \
    p_int_mw 0.3885 \
    fp_util_pct 51.06 \
    p_switching_mw 0.2769 \
    cts_root_buf "clkbuf_16" \
    topCombFamilyByArea "AND-OR/OR-AND gates" \
    setup_viol 9 \
    cts_tree "done" \
    power_frac_seq_pct 16.7 \
    critPathKind "reg2out" \
    place_area_um2 18900 \
    aoi_share_pct 28.58 \
    top_cells_by_count "222 x ha_1, 156 x o21ai_0, 155 x nor2_1" \
    grt_pass1_wl_um 91850 \
    violations "negative setup slack" \
    top_cell_area_share_pct 19.47 \
    vdd_ir_drop_max_v 0.00007886 \
    ys_warn_count 60 \
    ff_type "dfrtn_1" \
    ys_sh_adder_pct 19.47 \
    viasPerCell 6.413 \
    cpLargestDelayFamily "simple AND/OR/NAND/NOR gates" \
    top_cell "ha_1" \
    grt_pass1_vias 15790 \
    vias 17800 \
    skew_ps 46.62 \
    startpoint_type "flip-flop" \
    synthCells 1949 \
    ys_cells 1949 \
    die.size.y_um 170.9 \
    cts_inserted_buffers 3 \
    drc 0 \
    core-area_um2 27930 \
    fin_hold_ws_ps 499.7 \
    seq_area_um2 603.1 \
    cts_htree_levels 1 \
    status "complete, but fails checks" \
    synth.distinct_cells 92 \
    power.share.clock_pct 18.5 \
    rsz0062_at_grt "true" \
    cts.clk_slew.worst_paths_ps 50 \
    drt_iter0_markers 1762 \
    synth.largest_area_cell "ha_1" \
    fin_ws_ps -1408 \
    die_w_um 170.9 \
    dpl.hpwl_um 50730 \
    simple_gate_share_pct 24.00 \
    arrival_ps 8450 \
    slowest_stage "or4_4" \
    edf_count 0 \
    drive_gt1_share_pct 26.34 \
    clock_latency_ps 330 \
    finalHoldViolCount 0 \
    wl_per_cell_um 22.62 \
    dr.pass1.iters 5 \
    async_reset_ff_share_pct 100.0 \
]
[per-stage QoR]
stage | setup TNS (ps) | cells | power, mW
after detailed placement | -13620 | 2734 | 0.5358
after floorplan | -4695 | 1949 | 0.3793
after global routing | -12990 | 2774 | 0.7152
after CTS | -12080 | 2760 | 0.6588
after global placement | -13720 | 2734 | 0.5250
final | -12420 | 2775 | 0.6655
[routing by layer]
| metal | up-vias | wire length, um | global-route usage (%) |
|---|---|---|---|
| met3 | 233 | 6848 | 7.843 |
| li1 | 8248 | - | - |
| met4 | 2 | 4040 | 20.38 |
| met1 | 8253 | 25440 | 59.17 |
| met2 | 1059 | 26440 | 64.21 |
| met5 | - | 12 | 0 |
[kinds of logic after synthesis]
logic type | Yosys count
flops | 24
compound gates | 588
simple gates | 646
mux | 158
xor+xnor | 14
buf+inv | 297
fa+ha+maj | 222
[registers in the layout, indices dropped and copies added, names as in the netlist]
signal	count
VGAEngineM.vs	1
VGAEngineM.x	11
VGAEngineM.y	11
VGAEngineM.hs	1
[power groups by stage]
stage / clock network [mW] / registers [mW] / logic [mW]
4_1_cts: 0.124 / 0.111 / 0.423
5_1_grt: 0.131 / 0.111 / 0.473
6_report: 0.123 / 0.111 / 0.431
[layout by cell type, fill, tap and decap left out, drive strengths merged, types with 44 or more instances in the layout]
cell	count
buf	440
ha	222
o21ai	164
nor2	156
inv	151
clkdlybuf4s50	147
nand2	122
mux2i	92
a21oi	68
nor3	58
nor2b	47
nand3	44
[cell type report]
class                   instances  area share [%]
clock buffers                   4          0.5036
clock inverters                 2         0.03777
diodes                          1         0.01259
well taps                     378           2.379
multi-input cells            1629           65.59
inverters                     149           2.814
repair buffers                588           25.63
flip-flops and latches         24           3.034
[final timing paths]
| kind | from | end | depth (start not counted) |
|---|---|---|---|
| hold / removal | VGAEngineM.y[5] | VGAEngineM.y[5] | 1 |
| min in group asynchronous | rst | VGAEngineM.y[9] | 2 |
| setup / recovery | VGAEngineM.y[7] | b[1] | 13 |
| hold reg to reg | VGAEngineM.y[5] | VGAEngineM.y[5] | 1 |
| max in group asynchronous | rst | VGAEngineM.vs | 2 |
| setup reg to reg | VGAEngineM.x[0] | VGAEngineM.y[10] | 10 |
[repair_timing]
item                                    in CTS  in global routing
endpoints found under the setup margin       9                  9
pin swaps                                    9                 31
gates cloned                                 2                  0
hold buffers                                 0                  0
resized                                     86                 66
buffers inserted                            19                 17
No activity file was given, so power comes from the tool's default toggle rates.
