$ cat run.sh
#!/bin/bash
# OpenROAD 26Q1-2900-gdf79404cd8, Yosys 0.63+post, stock flow scripts
make -C /OpenROAD-flow-scripts/flow DESIGN_CONFIG=/design/flow/config.mk WORK_HOME=/design/flow/orfs finish
$ cat design.v
module Register (
  input clk, rst,
  input [3:0] readIndexS, readIndexM,
  input tWriteEnable, tToWrite,
  input [3:0] writeIndex,
  input [15:0] dataToWrite,
  output [175:0] registersVGA,
  output [15:0] readResultS, readResultM,
  output tResuit
);
reg [15:0] registers [0:4'b1010];
reg t;
assign registersVGA = {
  registers[0],
  registers[1],
  registers[2],
  registers[3],
  registers[4],
  registers[5],
  registers[6],
  registers[7],
  registers[8],
  registers[9],
  registers[10]
  };
assign readResultS = registers[readIndexS];
assign readResultM = registers[readIndexM];
assign tResuit = t;
always @ (tWriteEnable, tToWrite)
  if (!tWriteEnable)
    t = tToWrite;
always @ (negedge clk, negedge rst)
begin
  if (!rst)
  begin
    registers[0] = 0;
    registers[1] = 0;
    registers[2] = 0;
    registers[3] = 0;
    registers[4] = 0;
    registers[5] = 0;
    registers[6] = 0;
    registers[7] = 0;
    registers[8] = 0;
    registers[9] = 0;
    registers[10] = 0;
  end
  else
  begin
    if (writeIndex <= 10)
      registers[writeIndex] = dataToWrite;
  end
end
endmodule
$ cat config.mk
export PLATFORM = sky130hd
export DESIGN_NAME = Register
export DESIGN_NICKNAME = Register
export VERILOG_FILES = /design/flow/design.v
export SDC_FILE = /design/flow/constraint.sdc
export NUM_CORES = 4
export LEC_CHECK = 1
export CORE_UTILIZATION = 40
$ cat constraint.sdc
current_design Register

set clk_period 6.5
set clk_io_pct 0.2

create_clock -name clk0 -period $clk_period [get_ports {clk}]

set non_clock_inputs [all_inputs -no_clocks]
set_input_delay [expr $clk_period * $clk_io_pct] -clock clk0 $non_clock_inputs
set_output_delay [expr $clk_period * $clk_io_pct] -clock clk0 [all_outputs]
==> run notes <==
Physical implementation.

- The flow ran to the end, and the final reports show no timing, DRC or antenna violations.
- The largest vdd supply drop is 0.1516 mV.
- The hold violation total from the final report is 0.
- The floorplan step set the die width to 162.5 µm.
- Summed over all layers, the routed wires come to 42,690 µm.
- At the worst endpoint, the required time is 5.20 ns.
- The report puts the cell count of the worst reg-to-reg path at 3.
- The flip-flop cell with the highest count after synthesis is sky130_fd_sc_hd__dfrtn_1.
- The global-route wire length before repair is 62,480 µm.
- The initial DRC count is 1,056.
- The clock edge transition at the registers on the reported setup and hold paths is 0.05 ns.
- The share of the core area taken by cells at floorplan is 0.4079.
- Per the detail_route report, vias per standard cell equal 6.135.
- The maximum buffer depth of the clock tree is 2.
- The most critical min-delay path falls under register to register.
- The HPWL after detailed placement is 28,830 µm.
- The synthesized design contains 0 enable-type register cells.
- Setup total negative slack on the finished layout was measured at 0 ns.
- 2 endpoints have no timing constraint.
- The floorplan die height is 162.5 µm.
- The largest fanout on the critical path is 4.
- The synthesized netlist occupies a cell area of 10,300 µm².
- The number of CTS-inserted buffers is 17.
- Clock skew on the completed layout was measured at 0 ns.
- The region available for standard cell placement spans 25,250 µm².
- Summed over all cells, the static leakage comes to 6.129 nW.
- Per the Yosys statistics, synthesis produced 966 cells.
- The global route stage reports its total congestion overflow as 0.
- Synthesis handed over a netlist of 966 instances.
- The area of the chip is 26,400 µm².
- The main area contributors are sky130_fd_sc_hd__dfrtn_1, sky130_fd_sc_hd__mux2_2, sky130_fd_sc_hd__o21ai_0.
- The final weighted congestion recorded by global placement is 0.9423.
- Of the cells placed in the final design, the portion with a size suffix greater than 1 is 0.3140.
- Entering global routing, the biggest net connects 57 pins.
- The overall global routing resource usage is 0.3346.
- The number of top-level pins is 241.
- The number of max-slew violations in the final report is 0.
- The final route contains 9,964 vias.
- The classification of the worst setup path is register to primary output.
- The initial antenna violation count is 1.
- The H-tree was split into 4 levels.
- The cell with the most instances after synthesis is sky130_fd_sc_hd__dfrtn_1.
- Ranked by instance count, the synthesized netlist is headed by sky130_fd_sc_hd__dfrtn_1, sky130_fd_sc_hd__mux2_2, sky130_fd_sc_hd__o21ai_0.
- Once synthesis finished, the tally of register bits stood at 177.
- The final setup violation count is 0.
- The worst slew margin relative to its limit is 0.4021.
- The clock network latency to the later pin of the worst-skew pair is 0.41 ns.
- The clock tree from TritonCTS is built.
- The chip area from the yosys synthesis statistics is 10,300 µm².
- The buffer cell driving the clock tree root is sky130_fd_sc_hd__clkbuf_16.
- The worst-case setup margin in the final layout is 0.01327 ns.
- The tool warning count for the run is 27.
- The post-route DRC violation count is 0.
- The share of synthesized registers carrying an async set or reset is 0.9944.
- The data arrival time reported for the critical path is 5.19 ns.
- The mean post-synth cell area is 10.66 µm².
- The final routed wire length divided by cell count is 26.29 µm.
- The cell taking the most area after synthesis is sky130_fd_sc_hd__dfrtn_1.
- The number of cells on the worst hold path is listed as 1.
- The placement row count is 58.
- Setup repair after global routing could not meet its margin everywhere.
- The count of different cell masters after synthesis is 61.
- The via count of the first global-routing pass was 9,587.
- The tally of buffers added on design ports is 240.
- The synthesis-to-finish area growth is 41.02%.
- The remaining number of nets flagged by the antenna check after routing is 0.
- In the log, the iteration count for the first detailed-route pass is 6.
- The worst setup path is captured at a primary output.
- The fraction of post-synthesis cell area in the top cell type by area is 0.4275.
- The worst setup slack before clock tree synthesis is -0.05000 ns.
- The count of unclocked register or latch pins is 1.
- Yosys printed 2 warnings.
- The pin closest to its max-slew limit shows a slew of 0.8968 ns.
- In this run the power density over the cells is 291.3 nW/µm².
- The launching element type of the critical path is a register.
- Per the run summary, max-cap violations total 0.
-- power breakdown --
group,internal (mW),switching (mW),leakage (nW)
sequential,1.36,0.282,2.12
combinational,0.965,0.495,3.71
clock,0.651,0.477,0.296
total,2.98,1.25,6.13
-- timing repair --
item / 4_1_cts / 5_1_grt
buffers inserted: 70 / 29
hold buffers: 0 / 0
pin swaps: 35 / 38
endpoints found under the setup margin: 32 / 19
resized: 51 / 33
-- stage by stage --
step | hold slack (ns) | util | cell area [µm²] | std cells | power (mW)
detailed placement | 0.5080 | 0.5167 | 13050 | 1493 | 2.895
global route | 0.5226 | 0.5752 | 14530 | 1624 | 4.427
global placement | 0.5063 | 0.5167 | 13050 | 1493 | 2.889
floorplan | 0.4523 | - | 10300 | 966 | 2.038
CTS | 0.5016 | 0.5643 | 14250 | 1595 | 4.171
finish | 0.5022 | 0.5752 | 14530 | 1624 | 4.231
-- registers in the layout (all words and copies together) (netlist names) --
register / cells
t: 1
registers: 176
-- logic make-up after synthesis --
family	count (synthesis)	synth area share
flip-flops	176	0.4275
multiplexers	205	0.2256
buffers and inverters	110	0.05915
AND/OR/NAND/NOR	166	0.08660
AND-OR/OR-AND	308	0.1997
latches	1	0.001457
-- final timing paths --
path | start | end | slack, ns
max | registers[4][7]$_DFFE_NN0P_ | readResultS[7] | 0.01
max in group asynchronous | rst | registers[10][0]$_DFFE_NN0P_ | 1.73
max reg2reg | registers[8][9]$_DFFE_NN0P_ | registers[8][9]$_DFFE_NN0P_ | 5.44
min in group asynchronous | rst | registers[4][11]$_DFFE_NN0P_ | 3.95
min | registers[2][11]$_DFFE_NN0P_ | registers[2][11]$_DFFE_NN0P_ | 0.50
min reg2reg | registers[2][11]$_DFFE_NN0P_ | registers[2][11]$_DFFE_NN0P_ | 0.50
-- worst max-delay path: stages (launching register included) --
cell,delay [ns]
sky130_fd_sc_hd__dfrtn_1,0.49
sky130_fd_sc_hd__a21oi_1,0.09
sky130_fd_sc_hd__a2bb2oi_1,0.14
sky130_fd_sc_hd__o221ai_1,0.17
sky130_fd_sc_hd__o22a_1,0.17
sky130_fd_sc_hd__clkdlybuf4s50_1,0.46
-- cells in the final DEF (no fill, tap or decap), types with 9 or more instances in the layout --
master and instances:
sky130_fd_sc_hd__clkdlybuf4s50_1 201, sky130_fd_sc_hd__dfrtn_1 176, sky130_fd_sc_hd__mux2_2 163, sky130_fd_sc_hd__buf_4 139, sky130_fd_sc_hd__a21oi_1 67, sky130_fd_sc_hd__o21ai_0 49, sky130_fd_sc_hd__nor2_1 43, sky130_fd_sc_hd__nand2_1 41
sky130_fd_sc_hd__mux2i_1 27, sky130_fd_sc_hd__o21ai_1 24, sky130_fd_sc_hd__a22oi_1 23, sky130_fd_sc_hd__nand2b_1 19, sky130_fd_sc_hd__nor2b_1 18, sky130_fd_sc_hd__a31oi_1 18, sky130_fd_sc_hd__clkbuf_16 17, sky130_fd_sc_hd__dlygate4sd2_1 16
sky130_fd_sc_hd__o211ai_1 14, sky130_fd_sc_hd__mux2_4 14, sky130_fd_sc_hd__a22o_1 13, sky130_fd_sc_hd__o22a_1 12, sky130_fd_sc_hd__dlymetal6s2s_1 12, sky130_fd_sc_hd__o22ai_1 10, sky130_fd_sc_hd__buf_2 10, sky130_fd_sc_hd__buf_12 10
sky130_fd_sc_hd__inv_1 9, sky130_fd_sc_hd__nor3_1 9, sky130_fd_sc_hd__a2bb2oi_1 9
-- layout make-up --
class	instances	area, µm²
well taps	330	412.9
clock inverters	14	201.4
fillers	2132	10730
flip-flops and latches	177	4419
diodes	1	2.502
clock buffers	18	429.2
repair buffers	391	3630
inverters	14	52.55
multi-input cells	679	5379
-- per-layer routing --
metal | track usage | vias to the layer above | share of wire
li1 | - | 4252 | -
met1 | 0.4923 | 4896 | 0.41
met2 | 0.4926 | 692 | 0.44
met3 | 0.09221 | 124 | 0.11
met4 | 0.1055 | 0 | 0.037
met5 | 0 | - | 0
Power figures rest on the tool's default switching activity, not on a simulated workload.
